<file path="/design/flow/config.mk">
export PLATFORM = sky130hd
export DESIGN_NAME = Z16CPU_wrapper
export DESIGN_NICKNAME = Z16CPU_wrapper
export VERILOG_FILES = /design/flow/design.v
export SDC_FILE = /design/flow/constraint.sdc
export NUM_CORES = 4
export LEC_CHECK = 1
export CORE_UTILIZATION = 50
export SYNTH_MEMORY_MAX_BITS = 65536
</file>
<file path="/design/flow/constraint.sdc">
current_design Z16CPU_wrapper

set clk_period 247.0
set clk_io_pct 0.2

create_clock -name clk0 -period $clk_period [get_ports {i_clk}]

set non_clock_inputs [all_inputs -no_clocks]
set_input_delay [expr $clk_period * $clk_io_pct] -clock clk0 $non_clock_inputs
set_output_delay [expr $clk_period * $clk_io_pct] -clock clk0 [all_outputs]
</file>
<file path="/design/flow/design.v">
module Z16ALU(
  input  wire   [15:0]  i_data_a,
  input  wire   [15:0]  i_data_b,
  input  wire   [3:0]   i_ctrl,
  output wire   [15:0]  o_data
);
  assign o_data = alu(i_data_a, i_data_b, i_ctrl);
  function [15:0] alu(
    input [15:0]    i_data_a,
    input [15:0]    i_data_b,
    input [3:0]     i_ctrl
  );
    begin
      case(i_ctrl)
        4'h0 : alu  = i_data_b + i_data_a;
        4'h1 : alu  = i_data_b - i_data_a;
        4'h2 : alu  = i_data_b * i_data_a;
        4'h3 : alu  = i_data_b / i_data_a;
        4'h4 : alu  = i_data_b | i_data_a;
        4'h5 : alu  = i_data_b & i_data_a;
        4'h6 : alu  = i_data_b ^ i_data_a;
        4'h7 : alu  = i_data_a << i_data_a;
        4'h8 : alu  = i_data_a >> i_data_a;
        default: alu = i_data_b + i_data_a;
      endcase
    end
  endfunction
endmodule
module Z16CPU(
  input  wire   i_clk,
  input  wire   i_rst,
  input  wire   i_button,
  output reg    [5:0]   o_led
);
  reg   [15:0]  r_pc;
  wire  [15:0]  w_instr;
  wire [3:0]    w_rd_addr;
  wire [3:0]    w_rs1_addr;
  wire [3:0]    w_rs2_addr;
  wire [15:0]   w_imm;
  wire          w_rd_wen;
  wire          w_mem_wen;
  wire [3:0]    w_alu_ctrl;
  wire [3:0]    w_opcode;
  wire [15:0]   w_rs1_data;
  wire [15:0]   w_rs2_data;
  wire [15:0]   w_rd_data;
  wire [15:0]   w_data_b;
  wire [15:0]   w_alu_data;
  wire [15:0]   w_mem_rdata;
  always @(posedge i_clk) begin
    if(i_rst) begin
      r_pc  <= 16'h0000;
    end else if(w_opcode == 4'hC) begin  
      r_pc  <= w_alu_data;
    end else if(w_opcode == 4'hD) begin  
      r_pc  <= r_pc + w_alu_data;
    end else if((w_opcode == 4'hE) && (w_rs2_data == w_rs1_data)) begin  
      r_pc  <= r_pc + w_imm;
    end else if((w_opcode == 4'hF) && (w_rs2_data > w_rs1_data)) begin  
      r_pc  <= r_pc + w_imm;
    end else begin
      r_pc  <= r_pc + 16'h0002;
    end
  end
  Z16InstrMemory InstrMem(
    .i_addr     (r_pc   ),
    .o_instr    (w_instr)
  );
  Z16Decoder Decoder(
    .i_instr    (w_instr    ),
    .o_opcode   (w_opcode   ),
    .o_rd_addr  (w_rd_addr  ),
    .o_rs1_addr (w_rs1_addr ),
    .o_rs2_addr (w_rs2_addr ),
    .o_imm      (w_imm      ),
    .o_rd_wen   (w_rd_wen   ),
    .o_mem_wen  (w_mem_wen  ),
    .o_alu_ctrl (w_alu_ctrl )
  );
  assign w_rd_data = select_rd_data(w_opcode, i_button, w_mem_rdata, r_pc, w_alu_data);
  function [15:0] select_rd_data(
    input   [3:0]   i_opcode,
    input           i_button,
    input   [15:0]  i_mem_rdata,
    input   [15:0]  i_pc,
    input   [15:0]  i_alu_data
  );
  begin
    case(i_opcode)
      4'hA  : begin
        if(w_alu_data == 16'h007C) begin  
          select_rd_data    = {15'b000_0000_0000_0000, i_button};
        end else begin
          select_rd_data    = i_mem_rdata;
        end
      end 
      4'hC  : select_rd_data    = r_pc + 16'h0002;
      4'hD  : select_rd_data    = r_pc + 16'h0002;
      default : select_rd_data  = i_alu_data;
    endcase
  end
  endfunction
  Z16RegisterFile RegFile(
    .i_clk      (i_clk      ),
    .i_rs1_addr (w_rs1_addr ),
    .o_rs1_data (w_rs1_data ),
    .i_rs2_addr (w_rs2_addr ),
    .o_rs2_data (w_rs2_data ),
    .i_rd_data  (w_rd_data  ),
    .i_rd_addr  (w_rd_addr  ),
    .i_rd_wen   (w_rd_wen   )
  );
  assign w_data_b = (w_opcode <= 8'h8) ? w_rs2_data : w_imm;
  Z16ALU ALU(
    .i_data_a   (w_rs1_data ),
    .i_data_b   (w_data_b   ),
    .i_ctrl     (w_alu_ctrl ),
    .o_data     (w_alu_data )
  );
  Z16DataMemory DataMem(
    .i_clk  (i_clk      ),
    .i_addr (w_alu_data ),
    .i_wen  (w_mem_wen  ),
    .i_data (w_rs2_data ),
    .o_data (w_mem_rdata)
  );
  always @(posedge i_clk) begin
    if(i_rst) begin
      o_led <= 6'b000000;
    end else if(w_mem_wen && (w_alu_data == 16'h007A)) begin
      o_led <= w_rs2_data[5:0];
    end else begin
      o_led <= o_led;
    end
  end
endmodule
module Z16CPU_wrapper(
  input  wire   i_clk,
  input  wire   i_rst,
  input  wire   i_button,
  output wire   [5:0]   o_led
);
  wire w_rst;
  wire w_button;
  wire [5:0] w_led;
  reg [31:0] r_counter = 32'h00000000;
  reg r_clk = 1'b0;
  always @(posedge i_clk) begin
    if(r_counter == 32'd1350000) begin
      r_counter <= 32'h00000000;
      r_clk     <= ~r_clk;
    end else begin
      r_counter <= r_counter + 32'h00000001;
      r_clk     <= r_clk;
    end
  end
  assign w_rst = ~i_rst;
  assign w_button = ~i_button;
  assign o_led = ~w_led;
  Z16CPU CPU(
    .i_clk      (r_clk      ),
    .i_rst      (w_rst      ),
    .i_button   (w_button   ),
    .o_led      (w_led      )
  );
endmodule
module Z16DataMemory(
  input  wire           i_clk,
  input  wire   [15:0]  i_addr,
  input  wire           i_wen,
  input  wire   [15:0]  i_data,
  output wire   [15:0]  o_data
);
  reg [15:0] mem[1023:0];
  assign o_data = mem[i_addr[10:1]];
  always @(posedge i_clk) begin
    if(i_wen) begin
      mem[i_addr[10:1]] <= i_data;
    end
  end
endmodule
module Z16Decoder(
  input  wire   [15:0]  i_instr,
  output wire   [3:0]   o_opcode,
  output wire   [3:0]   o_rd_addr,
  output wire   [3:0]   o_rs1_addr,
  output wire   [3:0]   o_rs2_addr,
  output wire   [15:0]  o_imm,
  output wire           o_rd_wen,
  output wire           o_mem_wen,
  output wire   [3:0]   o_alu_ctrl
);
  assign o_opcode   = i_instr[3:0];
  assign o_rd_addr  = i_instr[7:4];
  assign o_rs1_addr = get_rs1_addr(i_instr);
  assign o_rs2_addr = get_rs2_addr(i_instr);
  assign o_imm      = get_imm(i_instr);
  assign o_rd_wen   = get_rd_wen(i_instr);
  assign o_mem_wen  = get_mem_wen(i_instr);
  assign o_alu_ctrl = get_alu_ctrl(i_instr);
  function [3:0] get_rs1_addr(input [15:0] i_instr);
  begin
    case(i_instr[3:0])
      4'h9  :   get_rs1_addr    = i_instr[7:4];
      4'hE  :   get_rs1_addr    = {2'b00, i_instr[5:4]};
      4'hF  :   get_rs1_addr    = {2'b00, i_instr[5:4]};
      default : get_rs1_addr    = i_instr[11:8];
    endcase
  end
  endfunction
  function [3:0] get_rs2_addr(input [15:0] i_instr);
  begin
    case(i_instr[3:0])
      4'hE  :   get_rs2_addr    = {2'b00, i_instr[7:6]};
      4'hF  :   get_rs2_addr    = {2'b00, i_instr[7:6]};
      default : get_rs2_addr    = i_instr[15:12];
    endcase
  end
  endfunction
  function [15:0] get_imm(input [15:0] i_instr);
  begin
    case(i_instr[3:0])
      4'h9  : get_imm   = {i_instr[15] ? 8'hFF : 8'h00, i_instr[15:8]};
      4'hA  : get_imm   = {i_instr[15] ? 12'hFFF : 12'h000, i_instr[15:12]};
      4'hB  : get_imm   = {i_instr[7]  ? 12'hFFF : 12'h000, i_instr[7:4]};
      4'hC  : get_imm   = {i_instr[15] ? 12'hFFF : 12'h000, i_instr[15:12]};
      4'hD  : get_imm   = {i_instr[15] ? 12'hFFF : 12'h000, i_instr[15:12]};
      4'hE  : get_imm   = {i_instr[15] ? 8'hFF : 8'h00, i_instr[15:8]};
      4'hF  : get_imm   = {i_instr[15] ? 8'hFF : 8'h00, i_instr[15:8]};
      default : get_imm = 16'h0000;
    endcase
  end
  endfunction
  function get_rd_wen(input [15:0] i_instr);
  begin
    if(i_instr[3:0] <= 4'hA) begin
      get_rd_wen    = 1'b1;
    end else if((i_instr[3:0] == 4'hC) || (i_instr[3:0] == 4'hD)) begin
      get_rd_wen    = 1'b1;
    end else begin
      get_rd_wen    = 1'b0;
    end
  end
  endfunction
  function get_mem_wen(input [15:0] i_instr);
  begin
    if(4'hB == i_instr[3:0]) begin
      get_mem_wen = 1'b1;
    end else begin
      get_mem_wen = 1'b0;
    end
  end
  endfunction
  function [3:0] get_alu_ctrl(input [15:0] i_instr);
  begin
    if(i_instr[3:0] <= 4'h8) begin
      get_alu_ctrl  = i_instr[3:0];
    end else begin
      get_alu_ctrl  = 4'h0;
    end
  end
  endfunction
endmodule
module Z16InstrMemory(
  input  wire           i_clk,
  input  wire   [15:0]  i_addr,
  output wire   [15:0]  o_instr
);
  wire [15:0] mem[14:0];
  assign o_instr = mem[i_addr[15:1]];
  assign mem[0] = 16'h0010;  
  assign mem[1] = 16'h0119;  
  assign mem[2] = 16'h0040;  
  assign mem[3] = 16'h7A49;  
  assign mem[4] = 16'h0050;  
  assign mem[5] = 16'h7C59;  
  assign mem[6] = 16'h0070;  
  assign mem[7] = 16'hF879;  
  assign mem[8] = 16'h0060;  
  assign mem[9] = 16'h0169;  
  assign mem[10] = 16'h640B;  
  assign mem[11] = 16'h052A;  
  assign mem[12] = 16'h046E;  
  assign mem[13] = 16'h070D;  
  assign mem[14] = 16'h00FD;  
endmodule
module Z16RegisterFile(
  input  wire           i_clk,
  input  wire   [3:0]   i_rs1_addr,
  input  wire   [3:0]   i_rs2_addr,
  input  wire   [3:0]   i_rd_addr,
  input  wire           i_rd_wen,
  input  wire   [15:0]  i_rd_data,
  output wire   [15:0]  o_rs1_data,
  output wire   [15:0]  o_rs2_data
);
  reg [15:0] mem[15:0];
  assign o_rs1_data = (i_rs1_addr == 4'h0) ? 16'h0000 : mem[i_rs1_addr];
  assign o_rs2_data = (i_rs2_addr == 4'h0) ? 16'h0000 : mem[i_rs2_addr];
  always @(posedge i_clk) begin
    if(i_rd_wen) begin
      mem[i_rd_addr]  <= i_rd_data;
    end else begin
      mem[i_rd_addr]  <= mem[i_rd_addr];
    end
  end
endmodule
</file>
<file path="/design/flow/run.sh">
#!/bin/bash
# OpenROAD 26Q1-2900-gdf79404cd8, Yosys 0.63+post, stock flow scripts
make -C /OpenROAD-flow-scripts/flow DESIGN_CONFIG=/design/flow/config.mk WORK_HOME=/design/flow/orfs finish
</file>
==> reports/qor.yml <==
outcome:
  outcome: "complete, no violations"
placed_design:
  dp_worst_setup_slack_ns: 244.58
  placed_cell_area_mm2: 0.664
  io_buffers: 8
  dp_hpwl_um: 1130000
  place.gp.congestion: 0.926
setup_path:
  r2r-start: "r_counter[0]$_SDFF_PN0_"
  crit_path_end_kind: "flop"
  worstSetupPathType: "reg -> reg"
  cp_max_fo: 6
  required_ns: 247.16
  critPathLaunchType: "flop"
  reg2reg_depth: 8
  crit_arrival_ns: 2.61
  rr_endpoint: "r_counter[28]$_SDFF_PN0_"
  r2r_setup_slack_ns: 244.55
timing:
  rsz0062_at_grt: "no"
  fin_setup_tns_ns: 0
  tightest_slew_ns: 1.34
  report.final.slew_viol_count: 0
  post-route-min-period_ns: 2.45
  skew_ns: 0.00551
  hold_violations: 0
  finalSetupViolCount: 0
  max_slew_margin_pct: 9.95
  fin_ws_ns: 244.55
  fmax_mhz: 408
  timing.final.crit_share_pct: 0.992
  untimed_endpoints: 33054
  unclocked_regs: 16547
grt:
  antenna_found_initial: 145
  use_met2_pct: 43.6
  gr-total-overflow: 0
  grt_pass1_vias: 318855
  grt_busiest_layer: "met2"
  met3_usage_pct: 27.3
  grt_first_pass_wirelength_um: 2450000
  grtUsageTotal_pct: 31.6
  grt_util_met1_pct: 39.1
  grt_max_degree: 252
synthesis:
  syn_avg_cell_area_um2: 22.1
  edf_count: 16526
  numSynthFlops: 16580
  top_cell_area_share_pct: 78.7
  async_flop_share_pct: 0
  ff_type: "edfxtp_1"
  ys_seq_share_pct: 78.8
  area_leaders: "edfxtp_1 79%, mux4_2 15%, o22ai_1 1.3%"
  synthCells: 28483
  yosys_area_mm2: 0.631
  synth_cell_types: 105
  yosysCellCount: 28483
  syn_area_mm2: 0.631
  yosysWarnings: 7
  top_area_cell: "edfxtp_1"
clocking:
  post-cts-setup-buffer-count: 0
  htree_levels: 2
  cts.hold.buffers_added: 0
  cts_root_buffer: "clkbuf_16"
  cts_buffer_depth: 2
  clk_latency_ns: 0.28
  cts_resized: 0
  cts_buffers: 5
  clkTransAtPathRegs_ns: 0.05
  tritoncts: "built"
layout:
  drive_gt1_share_pct: 22.9
  area_delta_synth_final_pct: 5.42
  fin_util_pct: 52.9
  stdcell_area_mm2: 0.665
routing:
  viasPerCell: 6.39
  dr.pass1.iters: 8
  wl_um: 1750000
  dr_total_vias: 294762
  wire_per_inst_um: 38.0
  drt-initial-drc-count: 18532
  drc: 0
  ant_nets: 0
min_path:
  holdCritPathClass: "reg -> reg"
  min_to: "r_counter[29]$_SDFF_PN0_"
  hp-start: "r_counter[29]$_SDFF_PN0_"
  whs_path_depth: 1
floorplan:
  die_width_um: 1130
  fp-utilization_pct: 50.1
  ios: 9
  coreArea_mm2: 1.26
  rows: 412
  dieArea_mm2: 1.27
  die_h_um: 1130
pwr:
  p_per_area_mw_per_mm2: 0.0204
  ir_worst_vdd_mv: 0.00282
  p_leak_nw: 194
  total_power_uw: 13.6
flow_run:
  drv_cap: 0
  warning_count: 823
==> layout make-up <==
type | count | area (µm²)
Antenna cell | 293 | 733
Timing Repair Buffer | 2314 | 17800
Inverter | 58 | 260
Sequential cell | 16580 | 497000
Clock inverter | 2 | 35.0
Clock buffer | 6 | 150
Tap cell | 16767 | 21000
Multi-Input combinational cell | 10112 | 128000
Fill cell | 94144 | 593000
==> layout by cell type, fill, tap and decap left out, drive strengths merged, types with 57 or more instances in the layout <==
cell type / count
edfxtp: 16526
mux4: 4113
buf: 2305
nor2: 1684
o22ai: 1360
nand2: 720
nor4: 332
diode: 293
o21ai: 228
nand3: 185
mux2i: 155
o211ai: 146
a311oi: 104
a21oi: 104
nor3: 75
a32oi: 74
nand4: 69
a31oi: 68
ha: 67
xnor2: 64
inv: 57
==> worst max path at each step <==
stage | from | to | slack (ns) | cells past startpoint
final | r_counter[0]$_SDFF_PN0_ | r_counter[28]$_SDFF_PN0_ | 244.55 | 8
after global routing | r_counter[0]$_SDFF_PN0_ | r_counter[28]$_SDFF_PN0_ | 244.36 | 8
after CTS | r_counter[0]$_SDFF_PN0_ | r_counter[28]$_SDFF_PN0_ | 244.56 | 8
==> kinds of logic after synthesis <==
family                   count (synthesis)  synth area share (%)
AND-OR/OR-AND                         2488                  2.67
adder cells (fa/ha/maj)                 70                 0.142
buffers and inverters                 1814                  1.11
XOR/XNOR                                91                 0.129
AND/OR/NAND/NOR                       3161                  2.15
flip-flops                           16580                  78.8
other                                    1              0.000595
multiplexers                          4278                  14.9
==> critical path, stage by stage (launching register included) <==
cell and delay [ns]:
dfxtp_1 0.41, ha_1 0.25, nand2_1 0.13, nor3_1 0.41, and4_1 0.44, nand2_1 0.17, nor2_1 0.26, nand2_1 0.12
xnor2_1 0.14
==> per-stage QoR <==
step                      hold WS (ns)  cells
after detailed placement         0.465  45830
after CTS                        0.480  45838
after floorplan                  0.435  28506
after global placement           0.478  45830
after global routing             0.499  45939
final                            0.478  46132
==> cells in the mapped netlist (24+ instances only) <==
cell	n
edfxtp_1	16526
mux4_2	4113
nor2_1	1681
o22ai_1	1359
clkbuf_1	1142
nand2_1	719
buf_1	486
nor4_1	330
o21ai_0	222
nand3_1	184
mux2i_1	155
o211ai_1	146
buf_2	118
a311oi_1	104
a21oi_1	102
a32oi_1	74
nor3_1	72
nand4_1	69
a31oi_1	68
ha_1	67
xnor2_1	64
a32o_1	55
dfxtp_1	54
inv_1	49
a211oi_1	45
o221ai_1	34
o31ai_1	32
o22a_1	28
xor2_1	26
and3_1	24
==> metal layers <==
layer  vias to the layer above  routed length, µm
met5                         -               4910
met4                       204              60800
met3                      1737             357000
met2                     19445             817000
met1                    152790             515000
li1                     120586                  -
==> registers in the layout, indices dropped and copies added, names as in the netlist <==
name             cells
r_clk                1
CPU.r_pc            16
r_counter           32
CPU.o_led            6
CPU.DataMem.mem  16384
CPU.RegFile.mem    141
==> power breakdown <==
group	switching (mW)	total (mW)	internal [mW]
Combinational	0.000335	0.000443	0.0000636
Clock	0.00225	0.00759	0.00535
Sequential	0	0.00556	0.00541
No activity file was given, so power comes from the tool's default toggle rates.
